File: flow/run.sh
#!/bin/bash
# OpenROAD 26Q1-2900-gdf79404cd8, Yosys 0.63+post, stock flow scripts
make -C /OpenROAD-flow-scripts/flow DESIGN_CONFIG=/design/flow/config.mk WORK_HOME=/design/flow/orfs finish
File: flow/config.mk
export PLATFORM = sky130hd
export DESIGN_NAME = dec_4to16
export DESIGN_NICKNAME = dec_4to16
export VERILOG_FILES = /design/flow/design.v
export SDC_FILE = /design/flow/constraint.sdc
export NUM_CORES = 4
export LEC_CHECK = 1
export CORE_AREA = 10 10 70 70
export DIE_AREA = 0 0 80 80
File: flow/constraint.sdc
current_design dec_4to16

set clk_period 1.1
set clk_io_pct 0.2

create_clock -name clk0 -period $clk_period

set non_clock_inputs [all_inputs -no_clocks]
set_input_delay [expr $clk_period * $clk_io_pct] -clock clk0 $non_clock_inputs
set_output_delay [expr $clk_period * $clk_io_pct] -clock clk0 [all_outputs]
File: flow/design.v
module dec_2to4(w, y, en);
input [1:0] w; 
input en; 
output reg [3:0] y; 
always@(w or en)
case({en,w})
4:y =4'b1110;
5:y =4'b1101;
6:y =4'b1011;
7:y =4'b0111;
default:y=15;
endcase
endmodule
module dec_4to16(w, y, en);
input[3:0] w; 
input en; 
output[15:0] y; 
wire [3:0]inter;
dec_2to4 dec0(w[3:2], inter, en);
dec_2to4 dec1(w[1:0], y[3:0], ~inter[0]);
dec_2to4 dec2(w[1:0], y[7:4], ~inter[1]);
dec_2to4 dec3(w[1:0], y[11:8], ~inter[2]);
dec_2to4 dec4(w[1:0], y[15:12], ~inter[3]);
endmodule
==> Slide: Implementation Results <==
Synthesis and Place & Route Summary

Status
  – Outcome: finished with violations
  – Violated checks: negative setup slack

Yosys
  – Leading area contributor after synthesis: nand3_1
  – Cell count after synthesis: 26
  – Top cells by instance count after synthesis: 6 x nand2_1, 5 x nand3_1, 3 x nand4_1
  – Avg Inst Size Synth: 5.82 um2
  – Synth warnings: 1
  – Post-synthesis sequential area ratio: 0
  – Ys cells: 26
  – Synth top cell by count: nand2_1
  – Distinct cells, synth: 13
  – Synth Cell Area: between 150 and 200 um2
  – Area leader share: 0.165
  – Yosys stat area: 151 um2
  – Top area cell types: nand3_1 17%, nand2_1 15%, nand4_1 12%, or3b_1 12%, nor3b_1 9.9%

Detailed routing
  – Avg WL per Cell: 11.2 um
  – Iteration-0 DRC count of the detailed router: 9
  – DRC viols: 0
  – N_diodes: 0
  – Vias per std cell: 3.27
  – Final ANT Viol Nets: 0
  – Wirelength, routed: 1.24 mm
  – Pre-antenna DRT Iters: 2
  – Vias: between 300 and 400

Pwr
  – Max IR drop VDD: 51.4 uV
  – Total chip power: 169 uW
  – Flop pwr share: 0
  – Clock network power share: 0
  – Sw frac: 0.385
  – Pwr/cell area: 278 mW/mm2
  – Comb pwr share: 1.000
  – Switching power: roughly 65 uW
  – Pleak: 0.000234 uW
  – Pint: 104 uW

Cells and area
  – Area Growth Syn to Fin: 302%
  – Final Util: 0.178
  – Share of layout cells above drive strength 1: 0.831
  – Sequential cell count: 0
  – Flip-flop and latch area: 0 um2
  – Logic area: between 200 and 250 um2
  – Non-Filler Instances: 111
  – Fillers: 392
  – Design area: between 600 and 700 um2
  – # clk buffers: 0

Floorplan
  – Core Util at FP: 0.0443
  – CORE AREA: 0.00342 mm2
  – Die y size: 80 um
  – Row count: 21
  – # IOs: 21
  – Die width: roughly 80 um
  – Die ar.: 0.00640 mm2

Critical path
  – CP Class: in2out
  – CP Max Fanout: 5
  – CP arrival: 1020 ps
  – Critical Path Start Type: primary input
  – Worst setup EP type: output pin
  – Worst path required time: slightly below 900 ps

Placement
  – Port buffer count: 21
  – Placer Congestion: 0.768
  – Area after DPL: 474 um2
  – DPL Wire Length: between 800 and 900 um
  – # placed instances: approximately 100

Global routing
  – Overflow after GRT: 0
  – Antenna violations before repair: 0
  – Vias in the first global route: roughly 380
  – Largest net degree at the start of global routing: 8
  – First-pass GRT wire length: about 1.9 mm
  – Total track usage: 0.0358

Final timing
  – Fmax: 805 MHz
  – PnR worst setup slack: -142 ps
  – Worst slew pin tran: 171 ps
  – Unrepaired setup endpoints after global routing: yes
  – Hold slack final: 707 ps
  – Relative slew slack: 0.886
  – Crit path time final: 1240 ps
  – Final setup vio count: 9
  – Final Cycle Share: 1.13
  – Max Slew Vio Count: 0
  – Final Hold Fails: 0

Hold path
  – Hold Crit Class: in2out

Job
  – # Max-Cap Violations: 0
  – Log Warnings: 34

Clock network
  – # hold bufs at CTS: 0
[layer usage]
metal	vias up	global-route usage	wire, um
met4	0	0	0
met2	10	0.0682	638
met5	-	0	0
met3	0	0.0102	102
met1	175	0.0402	501
li1	178	-	-
[path summary, 6_finish.rpt]
| check | from | endpoint | slack, ps | cells after the start |
|---|---|---|---|---|
| worst max-delay path | w[0] | y[4] | -140 | 4 |
| worst min-delay path | w[1] | y[4] | 710 | 3 |
[worst max-delay path, cell delays in order]
cell and delay [ps]:
buf_6 100, buf_6 110, or4_4 470, buf_6 120
[cell type report]
| class | instances | share of cell area |
|---|---|---|
| multi-input combinational | 25 | 0.356 |
| tap | 46 | 0.0947 |
| timing repair buffer | 40 | 0.549 |
[stage by stage]
| stage | TNS (ps) | setup slack (ps) |
|---|---|---|
| after CTS | -529 | -134 |
| after floorplan | 0 | 145 |
| after global placement | -12230 | -866 |
| after detailed placement | -12320 | -868 |
| after global routing | -1070 | -163 |
| final | -674 | -142 |
[power groups by stage]
| stage | Sequential [uW] | Clock, uW | Combinational (uW) |
|---|---|---|---|
| CTS | 0 | 0 | 151 |
| global route | 0 | 0 | 182 |
| finish | 0 | 0 | 169 |
[what timing repair did]
item                                    4_1_cts  5_1_grt
gates resized                                99       12
endpoints found under the setup margin       16       14
pin swaps                                    10        3
setup buffers                                12        1
[logic make-up after synthesis]
family | Yosys count | share of synthesized area
buffers and inverters | 1 | 0.0330
and+or+nand+nor | 25 | 0.967
[layout by cell type (no fill, tap or decap)]
cell type,instances
and2b_1,1
and2b_2,1
and3_4,1
buf_2,15
buf_4,7
buf_6,15
buf_8,2
clkbuf_4,1
nand2_1,2
nand2_2,4
nand3_1,2
nand3_2,3
nand4_1,3
nor2_4,1
nor2b_4,1
nor3b_4,2
or3_1,1
or3b_1,2
or4_4,1
Power and IR drop assume default switching activity.
