File: /design/flow/run.sh
#!/bin/bash
# OpenROAD 26Q1-2900-gdf79404cd8, Yosys 0.63+post, stock flow scripts
make -C /OpenROAD-flow-scripts/flow DESIGN_CONFIG=/design/flow/config.mk WORK_HOME=/design/flow/orfs finish
File: /design/flow/constraint.sdc
current_design priority_enc_16to4

set clk_period 1.7
set clk_io_pct 0.2

create_clock -name clk0 -period $clk_period

set non_clock_inputs [all_inputs -no_clocks]
set_input_delay [expr $clk_period * $clk_io_pct] -clock clk0 $non_clock_inputs
set_output_delay [expr $clk_period * $clk_io_pct] -clock clk0 [all_outputs]
File: /design/flow/config.mk
export PLATFORM = sky130hd
export DESIGN_NAME = priority_enc_16to4
export DESIGN_NICKNAME = priority_enc_16to4
export VERILOG_FILES = /design/flow/design.v
export SDC_FILE = /design/flow/constraint.sdc
export NUM_CORES = 4
export LEC_CHECK = 1
export CORE_AREA = 10 10 70 70
export DIE_AREA = 0 0 80 80
File: /design/flow/design.v
module priority_enc_16to4(w, y, z);
input[15:0] w; 
output reg[3:0] y;
output reg z; 
integer k; 
always@(w)
begin
y=4'bxxxx; 
z =0; 
for(k= 0; k<15; k= k+1)
if(w[k])
begin
y = k;
z = 1;
end
end
endmodule
==> Changelog: implementation <==
## Flow update

* Outcome: complete, no violations
* Synth Seq Share at 0%
* Routed len/inst at 8.942 um
* Initial antenna violation count at 0
* Post-synthesis cell count from yosys at 27
* RePlAce Congestion at 0.7782
* Final Hold Fails at 0
* First-pass detailed-route iteration total at 2
* Area grow syn2layout at 203.3%
* WL final at 921 um
* Vias/cell at 3.049
* Setup TNS Final at 0 ns
* Fmax at 603.3 MHz
* Rows at 21
* # setup viols final at 0
* Top cells by area: nor2_1 (15%), a21oi_1 (13%), o31ai_1 (9.9%)
* Setup crit start kind: input port
* Die height at 80 um
* Post-DP Area at 446.7 sq um
* Mapped Cells at 27
* P per Cell Area at 169.6 nW/um^2
* Critical Path Fanout Max at 2
* Mapped cell area at 151.4 sq um
* Post-synth top cells: nor2_1 (6), a21oi_1 (4), inv_1 (3)
* CP Class: in -> out
* End point of the worst hold path: y[0]
* Die area at 6400 sq um
* Crit path time final at 1.658 ns
* Pins over their slew limit at 0
* DRC viols at 0
* Syn_area_per_cell at 5.607 sq um
* Area leader share at 14.88%
* Remaining antenna violation count at 0
* Count leader, synth: nor2_1
* Final period util at 97.50%
* Yosys warnings at 1
* Core area at 3416 sq um
* Starting DRT DRC Count at 6
* Slew HR at 83.58%
* Largest net degree at the start of global routing at 5
* PortBufs at 20
* Worst Path Arrival at 1.32 ns
* Dpl cells at 98
* Path type of the worst min-delay path: in -> out
* Antenna fix cells at 0
* DR vias at 314
* HPWL after DPL at 769.1 um
* Final Non-Filler Cells at 103
* GRT Total Usage at 2.609%
* DIE WIDTH at 80 um
* Clock Buffer Count at 0
* Register area at 0 sq um
* Layout cells sized above 1 at 47.37%
* MaxCap Viol Count at 0
* Total global routing overflow at 0
* Static Leak at 0.1907 nW
* Synth cell types at 15
* CP Capture Type: primary output
* Slew @ Worst Pin at 0.2443 ns
* RSZ-0062 raised after global routing: false
* VDD IR max at 0.00001996 V
* Hold slack at 1.026 ns
* Global-route wire length before repair at 1407 um
* Tool warnings at 34
* Min-delay src: w[14]
* Area leader, netlist: nor2_1
* FF+latch count at 0
* Hold Path Cell Cnt at 5
* Number of global-route vias before repair at 305
* FP Util at 4.432%
* Yosys chip area at 151.4 sq um
* WP data required at 1.36 ns
* Post-route cell area at 459.2 sq um
* # IOs at 21
power by group:
| group | total (W) | leakage, nW | internal, W | switching [W] |
|---|---|---|---|---|
| registers | 0 | 0 | 0 | 0 |
| clock network | 0 | 0 | 0 | 0 |
| logic | 0.0000779 | 0.191 | 0.0000460 | 0.0000319 |
cell type report:
cell class / count / area, sq um
inverters: 3 / 11.26
multi-input cells: 24 / 161.4
well taps: 46 / 57.56
repair buffers: 30 / 229.0
fillers: 403 / 2957
routing by layer:
layer | vias up | part of all wire (%) | global-route usage (%)
met1 | 140 | 41 | 3.230
met2 | 13 | 47 | 4.575
li1 | 161 | - | -
met5 | - | 0 | 0
met3 | 0 | 12 | 0.7955
met4 | 0 | 0 | 0
cell usage in the layout, fill, tap and decap left out, drive strengths merged:
cell           netlist  layout
nor3                 2       2
clkdlybuf4s50        0       2
nand2                1       1
inv                  3       3
dlygate4sd2          0       5
a311o                1       1
o21bai               1       1
o21ai                1       1
or2                  1       1
nand3                2       2
o31ai                2       2
nor2                 6       6
buf                  0      13
a21oi                4       4
nand2b               1       1
clkbuf               0       6
nor4                 2       2
clkdlybuf4s15        0       4
worst max path at each step:
stage	depth (start not counted)	from	slack, ns	to
global route	6	w[10]	0.004	y[3]
CTS	5	w[0]	-0.04	z
finish	6	w[10]	0.04	y[3]
worst max-delay path, stage by stage:
cell and delay [ns]:
clkdlybuf4s15_2 0.21, nor2_4 0.10, buf_6 0.10, nand3_2 0.05
buf_4 0.13, clkdlybuf4s50_1 0.39
metrics by stage:
stage	util, %	setup WS [ns]	total power [W]
after CTS	13.37	-0.03633	0.00007367
after global routing	13.44	0.004209	0.00008629
after global placement	13.08	-0.4702	0.00007935
final	13.44	0.04246	0.00007788
after detailed placement	13.08	-0.4742	0.00007935
after floorplan	-	0.4957	0.00001665
logic make-up after synthesis:
group,count (synthesis),synth area share [%]
AND-OR/OR-AND,9,38.01
buffers and inverters,3,7.437
AND/OR/NAND/NOR,15,54.55
timing repair:
action / in CTS / in global routing
pin swaps: 12 / 9
buffers inserted: 3 / 2
resized: 38 / 14
setup endpoints to repair: 5 / 5
hold buffers: 0 / 0
gates cloned: 0 / 0
Power figures rest on the tool's default switching activity, not on a simulated workload.
