## run.sh

```bash
#!/bin/bash
# OpenROAD 26Q1-2900-gdf79404cd8, Yosys 0.63+post, stock flow scripts
make -C /OpenROAD-flow-scripts/flow DESIGN_CONFIG=/design/flow/config.mk WORK_HOME=/design/flow/orfs finish
```

## constraint.sdc

```tcl
current_design four_bit_comparator

set clk_period 2.6
set clk_io_pct 0.2

create_clock -name clk0 -period $clk_period

set non_clock_inputs [all_inputs -no_clocks]
set_input_delay [expr $clk_period * $clk_io_pct] -clock clk0 $non_clock_inputs
set_output_delay [expr $clk_period * $clk_io_pct] -clock clk0 [all_outputs]
```

## design.v

```verilog
module four_bit_comparator(a, b, i, a_eq_b, a_gt_b, a_lt_b);
input [3:0] a, b;
output [3:0] i;
output a_eq_b, a_gt_b, a_lt_b;
wire c1, c2, c3, c4;
xnor(i[3], a[3], b[3]);
xnor(i[2], a[2], b[2]);
xnor(i[1], a[1], b[1]);
xnor(i[0], a[0], b[0]);
assign c1 =(a[3]&(~b[3]));
assign c2 = (i[3]&a[2]&(~b[2]));
assign c3 = (i[2]&i[3]&a[1]&(~b[1]));
assign c4 = (i[1]&i[2]&i[3]&a[0]&(~b[0]));
assign a_eq_b = i[3]&i[2]&i[1]&i[0];
assign a_gt_b = c1|c2|c3|c4;
assign a_lt_b = ~(a_eq_b|a_gt_b);
endmodule
```

## config.mk

```make
export PLATFORM = sky130hd
export DESIGN_NAME = four_bit_comparator
export DESIGN_NICKNAME = four_bit_comparator
export VERILOG_FILES = /design/flow/design.v
export SDC_FILE = /design/flow/constraint.sdc
export NUM_CORES = 4
export LEC_CHECK = 1
export CORE_AREA = 10 10 70 70
export DIE_AREA = 0 0 80 80
```

==> qor.log <==
INFO  outcome        status=finished clean
INFO  layout         nFlopsAndLatches=0
INFO  global_route   grt_pass1_vias=184
INFO  route          detail_route.wl_per_cell=7.33um
INFO  route          route.met2.wl=219um
INFO  floorplanning  core-area=3420um2
INFO  timing         final-max-slew-violation-count=0
INFO  floorplanning  dieHeight=80um
INFO  route          route.vias.total=168
INFO  pwr            clock_power_share=0
INFO  critical_path  critical_path_peak_fanout=3
INFO  timing         final_setup_vio_count=0
INFO  floorplanning  boundaryPins=15
INFO  place          post_dp_cell_area=342um2
INFO  floorplanning  std_cell_rows=21
INFO  route          wl_met1=252um
INFO  critical_path  timing.setup.critical_path_class=input port to primary output
INFO  layout         layout.clock_buffers=0
INFO  pwr            p_sw=18.6uW
INFO  pwr            switching_share_of_total_power=0.309
INFO  timing         rsz0062_at_grt=no
INFO  pwr            pwr-share-comb=1.000
INFO  pwr            p_int=41.5uW
INFO  route          met3_wirelength=114um
INFO  pwr            max-vdd-ir-drop=0.0272mV
INFO  pwr            static_leakage=0.139nW
INFO  critical_path  data_required_time_at_the_worst_endpoint=2.08ns
INFO  layout         synth_to_layout_area_growth=209%
INFO  floorplanning  die_w=80um
INFO  timing         timing.final.crit_share=0.977
INFO  synth          post_synth.cell_area_avg=7.43um2
INFO  synth          synth.yosys.num_cells=16
INFO  synth          synth_cell_type_count=14
INFO  timing         tns=0ns
INFO  timing         finalHoldViolCount=0
INFO  route          avgViaCountPerCell=2.10
INFO  floorplanning  initial_core_util=0.0348
INFO  place          placement.io_buffers=15
INFO  layout         drive_gt1_frac=0.294
INFO  global_route   grt_start_max_net_pins=4
INFO  route          highest_layer=met3
INFO  global_route   wire_length_of_the_first_global_routing_pass=862um
INFO  synth          synthesis.yosys.warnings=0
INFO  critical_path  timing.critical_path.arrival=2.02ns
INFO  place          gp_congestion=0.686
INFO  global_route   grt-ovfl-total=0
INFO  clocking       cts-hold-fix-buffers=0
INFO  timing         timing.hold.ws=1.73ns
INFO  route          antenna_cells=0
INFO  synth          synth.yosys.chip_area=119um2
INFO  route          first_pass_drt_iterations=2
INFO  layout         layout.cells.non_filler=80
INFO  synth          synth_area=119um2
INFO  synth          proportion_of_synthesized_chip_area_in_sequential_cells=0
INFO  layout         filler_cell_count=405
INFO  place          dpl.hpwl=541um
INFO  layout         flop_area=0um2
INFO  flow_run       cap_viol_max_count=0
INFO  place          placedCellCount=79
INFO  layout         post-route-util=0.108
INFO  pwr            power.density_cell_area=163nW/um2
INFO  critical_path  startpoint_type=input port
INFO  pwr            post-layout-total-power=60.1uW
INFO  timing         tightestPinTransition=0.224ns
INFO  global_route   grt_antenna_before_repair=0
INFO  synth          synthCells=16
INFO  route          ant_nets=0
INFO  route          drt-total-wl=586um
INFO  global_route   grt_usage=0.0166
INFO  flow_run       tool_warnings=32
INFO  floorplanning  fp.dieArea=6400um2
INFO  timing         setup_ws=0.0587ns
INFO  place          dp_slack=-0.133ns
INFO  route          drt-initial-drc-count=1
INFO  layout         fin_area=368um2
INFO  timing         maxClockFrequency=394MHz
INFO  route          number_of_drc_violations_after_detailed_routing=0
INFO  critical_path  critical_path.endpoint_type=primary output
INFO  pwr            share_seq_of_total_power=0
INFO  timing         final.min_clock_period=2.54ns
INFO  min_path       hold_class=input port to primary output
INFO  timing         timing.slew.headroom=0.850
path summary, 6_finish.rpt:
| check | depth (start not counted) | to | slack, ns | from |
|---|---|---|---|---|
| worst min-delay path | 6 | a_lt_b | 1.73 | b[3] |
| worst max-delay path | 5 | a_eq_b | 0.06 | a[3] |
cell type report:
type	instances	area (um2)	area share
inverters	3	11.3	0.0306
multi-input cells	13	126	0.344
well taps	46	57.6	0.156
repair buffers	18	173	0.469
routing by layer:
layer,global-route usage,vias to the layer above
met1,0.0204,64
met4,0,0
met5,0,-
met3,0.00795,0
met2,0.0273,11
li1,-,93
kinds of logic (layout without fill, tap and decap cells):
kind of cell	after synthesis	count (layout)	share of synthesized area
buf+inv	3	21	0.0947
simple gates	6	6	0.390
compound gates	4	4	0.200
xor+xnor	2	2	0.211
fa+ha+maj	1	1	0.105
power by group through the flow:
stage | logic [mW] | registers (mW) | clock network [mW]
final | 0.0601 | 0 | 0
after global routing | 0.0669 | 0 | 0
after CTS | 0.0594 | 0 | 0
cells in the final DEF, fill, tap and decap left out:
cell / netlist / final
sky130_fd_sc_hd__clkdlybuf4s50_1: 0 / 12
sky130_fd_sc_hd__buf_4: 0 / 3
sky130_fd_sc_hd__inv_1: 3 / 2
sky130_fd_sc_hd__dlygate4sd2_1: 0 / 2
sky130_fd_sc_hd__inv_2: 0 / 1
sky130_fd_sc_hd__nor2b_1: 1 / 1
sky130_fd_sc_hd__nand2b_1: 1 / 1
sky130_fd_sc_hd__nor2b_2: 1 / 1
sky130_fd_sc_hd__xnor2_2: 1 / 1
sky130_fd_sc_hd__xnor2_1: 1 / 1
sky130_fd_sc_hd__and4_2: 1 / 1
sky130_fd_sc_hd__nand3_2: 1 / 1
sky130_fd_sc_hd__a21oi_1: 1 / 1
sky130_fd_sc_hd__a31oi_2: 0 / 1
sky130_fd_sc_hd__o21ai_1: 1 / 1
sky130_fd_sc_hd__nor3_1: 1 / 1
sky130_fd_sc_hd__o21a_1: 1 / 1
sky130_fd_sc_hd__ha_4: 0 / 1
sky130_fd_sc_hd__dlymetal6s2s_1: 0 / 1
synth_stat cells:
| master | n | area share |
|---|---|---|
| sky130_fd_sc_hd__xnor2_2 | 1 | 0.14 |
| sky130_fd_sc_hd__a21oi_1 | 1 | 0.042 |
| sky130_fd_sc_hd__inv_1 | 3 | 0.095 |
| sky130_fd_sc_hd__and4_2 | 1 | 0.084 |
| sky130_fd_sc_hd__o21a_1 | 1 | 0.063 |
| sky130_fd_sc_hd__nor2b_1 | 1 | 0.053 |
| sky130_fd_sc_hd__nand3_2 | 1 | 0.084 |
| sky130_fd_sc_hd__nand2b_1 | 1 | 0.053 |
| sky130_fd_sc_hd__a31oi_1 | 1 | 0.053 |
| sky130_fd_sc_hd__xnor2_1 | 1 | 0.074 |
| sky130_fd_sc_hd__ha_1 | 1 | 0.11 |
| sky130_fd_sc_hd__nor3_1 | 1 | 0.042 |
| sky130_fd_sc_hd__o21ai_1 | 1 | 0.042 |
| sky130_fd_sc_hd__nor2b_2 | 1 | 0.074 |
what timing repair did:
action	in CTS	in global routing
resized	4	2
pin swaps	2	1
buffers inserted	0	1
setup endpoints to repair	3	1
critical path, cell delays in order:
cell and delay, ns:
sky130_fd_sc_hd__clkdlybuf4s50_1 0.45, sky130_fd_sc_hd__ha_4 0.29, sky130_fd_sc_hd__buf_4 0.11, sky130_fd_sc_hd__and4_2 0.18, sky130_fd_sc_hd__clkdlybuf4s50_1 0.46
Power is estimated from default activity; no workload was simulated.
